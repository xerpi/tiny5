==> ./run.sh <==
#!/bin/bash
# OpenROAD 26Q1-2900-gdf79404cd8, Yosys 0.63+post, stock flow scripts
make -C /OpenROAD-flow-scripts/flow DESIGN_CONFIG=/design/flow/config.mk WORK_HOME=/design/flow/orfs finish
==> ./config.mk <==
export PLATFORM = sky130hd
export DESIGN_NAME = regfile
export DESIGN_NICKNAME = regfile
export VERILOG_FILES = /design/flow/design.v
export SDC_FILE = /design/flow/constraint.sdc
export NUM_CORES = 4
export LEC_CHECK = 1
export CORE_UTILIZATION = 40
==> ./constraint.sdc <==
current_design regfile

set clk_period 18.6
set clk_io_pct 0.2

create_clock -name clk0 -period $clk_period [get_ports {clk_i}]

set non_clock_inputs [all_inputs -no_clocks]
set_input_delay [expr $clk_period * $clk_io_pct] -clock clk0 $non_clock_inputs
set_output_delay [expr $clk_period * $clk_io_pct] -clock clk0 [all_outputs]
==> ./design.v <==
package cache_interface_types;
typedef enum logic [1:0] {
	CACHE_ACCESS_SIZE_BYTE,
	CACHE_ACCESS_SIZE_HALF,
	CACHE_ACCESS_SIZE_WORD
} cache_access_size_t;
endpackage
interface memory_interface # (
	parameter ADDR_SIZE = 32,
	parameter CACHE_LINE_SIZE = 32 * 8
) ();
	logic [ADDR_SIZE - 1 : 0] addr;
	logic [CACHE_LINE_SIZE - 1 : 0] rd_data;
	logic [CACHE_LINE_SIZE - 1 : 0] wr_data;
	logic write;
	logic valid;
	logic ready;
	modport master(
		output addr,
		input rd_data,
		output wr_data,
		output write,
		output valid,
		input ready
	);
	modport slave(
		input addr,
		output rd_data,
		input wr_data,
		input write,
		input valid,
		output ready
	);
endinterface
module regfile(
	input logic clk_i,
	input logic reset_i,
	input logic [4:0] rd_addr1_i,
	input logic [4:0] rd_addr2_i,
	input logic [4:0] wr_addr_i,
	input logic [31:0] wr_data_i,
	input logic wr_en_i,
	output logic [31:0] rd_data1_o,
	output logic [31:0] rd_data2_o
);
	logic [31:0] registers[31:1];
	assign rd_data1_o = (rd_addr1_i > 0) ? registers[rd_addr1_i] : 'b0;
	assign rd_data2_o = (rd_addr2_i > 0) ? registers[rd_addr2_i] : 'b0;
	always_ff @(posedge clk_i) begin
		if (reset_i) begin
			for (integer i = 1; i < 32; i++)
				registers[i] <= 0;
		end else if (wr_en_i && wr_addr_i > 0) begin
			registers[wr_addr_i] <= wr_data_i;
		end
	end
endmodule
==> impl_metrics.yaml <==
# synthesis and place-and-route metrics
pwr:
  leakage_nw: 20.7
  swShare_pct: 24.4
  p_switching_mw: 1.36
  power_frac_comb_pct: 12.0
  ir_drop_v: 0.0000845
  power.internal_mw: 4.21
  seq_power_share_pct: 49.0
  total_power_mw: 5.57
  p_per_area_nw_per_um2: 91.5
  pwr-share-clk_pct: 39.0
sta:
  hold-worst-slack_ns: 3.86
  max_slew_margin_pct: 18.0
  fin_setup_tns_ns: 0
  period_needed_ns: 11.71
  hold_viol: 0
  grt_setup_unrepaired: "false"
  drv_slew: 0
  clock.fmax_ghz: 0.0854
  setup_ws_ns: 6.89
  tightest_slew_ns: 1.22
  final.period_utilization_pct: 62.9
  setup_viol: 0
synthesis:
  ys_cells: 3500
  yosys.area.top_type: "edfxtp_1"
  adder_share_pct: 0
  synth_chip_area_um2: 54200
  ys_ff: 1024
  top_cells_by_area: "edfxtp_1, mux4_2, and2_1"
  synthAoiAreaFrac_pct: 3.65
  netlist_instances: 3500
  top_logic_kind: "multiplexers"
  ys_seq_share_pct: 56.7
  synth.area.mux_share_pct: 23.0
  ys_types: 43
  top_area_share_pct: 56.7
  synthSimpleGateAreaFrac_pct: 13.3
  syn_avg_cell_area_um2: 15.5
  syn_area_um2: 54200
  ys_sh_xor_pct: 0
  yosys_warnings: 1
routing:
  vias_per_cell: 5.99
  ant_nets: 0
  dr.pass1.iters: 7
  via_count: 32300
  drtIter0Drc: 2211
  diodes: 0
  routed_wl_um: 174000
  wl_per_cell_um: 32.2
  drc_errors: 0
clock_tree:
  cts.clk_slew.worst_paths_ns: 0.06
  cts_max_path_buffers: 3
  cts_tree: "yes"
  cts.repair.resized: 0
  cts_root_buffer: "clkbuf_16"
  cts_buffers: 109
  htree_num_levels: 3
  post_cts_buffers: 0
  cts_hold_buf: 0
  clock_sinks: 1024
critical_path:
  cpMaxStageDelayCell: "buf_4"
  end_kind: "output port"
  worstPathRequired_ns: 14.88
  worstSetupPathType: "in -> out"
  path_buffers: 5
  start_kind: "input pin"
  max_stage_delay_ns: 0.65
  crit_family: "buffers and inverters"
  crit_path_max_fanout: 39
  cp_cell_sequence: "buf_8 > buf_4 > buf_4 > buf_4 > mux4_2 > a22o_1 > a2111oi_1 > nor3_1 > clkdlybuf4s50_1"
  path_common_cell: "buf_4"
  crit_arrival_ns: 7.99
layout:
  regMostFlops: "registers"
  post-route-util_pct: 45.4
  largest_register_ff_count: 1024
  final.fill_count: 11300
  layout-drive-gt1-share_pct: 25.0
  syn2layout_area_growth_pct: 12.2
  top_regs: "registers (1024)"
global_routing:
  grt_pass1_vias: 35300
  grt_use_total_pct: 28.0
  antenna_found_initial: 2
  grt_max_degree: 79
  grt.overflow.total: 0
  grt_pass1_wl_um: 249000
floorplanning:
  die_h_um: 370
  rows: 134
  core-area_um2: 134000
  initial_core_util_pct: 40.5
  io_pins: 114
  die_area_um2: 137000
  die_width_um: 370
place:
  dp_slack_ns: 6.81
  gp_congestion: 0.919
  port_buffers: 113
  dp_hpwl_um: 103000
min_path:
  hold_class: "in -> reg"
flow_run:
  maxCapViolations: 0
  warnings: 26
status:
  status: "complete, no violations"
## metal layers
metal / up-vias / track usage [%] / share of wire, %
li1: 13600 / - / -
met1: 15900 / 34.6 / 33
met2: 2409 / 39.0 / 45
met3: 360 / 20.9 / 17
met4: 6 / 9.48 / 4.3
met5: - / 1.99 / 0.14
## power groups by stage
stage	clock network, mW	registers (mW)	logic [mW]
6_report	2.17	2.73	0.671
5_1_grt	2.28	2.75	0.704
4_1_cts	2.20	2.73	0.670
## metrics by stage
step	cells	cell area, um^2
finish	5394	60900
global route	5394	60900
CTS	5394	60900
detailed placement	5192	57400
global placement	5192	57400
floorplan	3531	54300
## Yosys cell counts
master / count
a32o_1: 4
a221oi_1: 4
o21ai_1: 4
nand2_1: 8
or3_1: 2
a22o_1: 51
buf_4: 37
nor2b_1: 14
and2_1: 995
inv_1: 2
a211oi_1: 7
nor4_1: 6
mux2i_1: 150
buf_1: 15
or2_1: 2
nand2b_1: 6
nand4bb_1: 1
a21oi_1: 12
and4b_1: 1
mux2_2: 30
buf_2: 52
mux4_2: 472
a2111oi_0: 14
nand3_1: 5
nor3_1: 54
nor2_1: 36
nand3b_1: 5
o22ai_1: 103
or3b_2: 4
clkbuf_1: 261
nor4b_2: 1
nand4b_1: 1
nor4b_1: 2
nor3b_1: 1
a22oi_1: 16
conb_1: 1
a221o_1: 2
o221ai_1: 1
a2111oi_1: 41
or2_2: 31
and3_1: 3
edfxtp_1: 1024
buf_6: 19
## layout by cell type (no fill, tap or decap), types with 4 or more instances in the layout
cell type	n
a211oi_1	7
a2111oi_0	14
nand2_1	8
clkbuf_16	110
a21oi_1	12
and2_1	994
o22ai_1	103
nor2b_1	12
clkinv_2	29
nand2b_1	6
nand3b_1	5
conb_1	32
inv_6	4
nor2_2	15
mux4_2	472
or3b_2	4
clkinv_1	22
mux2_2	30
a22o_1	51
nor2_4	17
clkbuf_1	20
edfxtp_1	1024
a22oi_1	16
nor4_1	5
a32o_1	4
nor3_1	54
a221oi_1	4
nor2_1	4
or2_2	32
a2111oi_1	41
nand3_1	5
bufinv_16	12
buf_4	162
clkdlybuf4s50_1	105
o21ai_1	4
mux2i_1	150
## kinds of logic after synthesis
logic type             Yosys count
other                            1
AND-OR/OR-AND                  259
flip-flops                    1024
AND/OR/NAND/NOR               1178
multiplexers                   652
buffers and inverters          386
## area by class of cell
class                           count  area (um^2)  area share (%)
Multi-Input combinational cell   2121        22000            36.1
Sequential cell                  1024        30700            50.5
Clock inverter                     72          671            1.10
Clock buffer                      130         2830            4.65
Timing Repair Buffer              277         2400            3.95
Tap cell                         1768         2210            3.63
Inverter                            2         7.51          0.0123
## final timing paths
kind | start | end | slack (ns) | cells after the start
hold / removal | wr_data_i[2] | registers[0][2] | 3.86 | 2
setup / recovery | rd_addr2_i[0] | rd_data2_o[19] | 6.89 | 9
Power figures rest on the tool's default switching activity, not on a simulated workload.
